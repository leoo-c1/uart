==> design.v <==
module impl_top (
input               clk     ,  
input               sw_0    ,  
input               sw_1    ,  
input   wire        uart_rxd,  
output  wire        uart_txd,  
output  wire [7:0]  led
);
parameter CLK_HZ = 50000000;
parameter BIT_RATE =   9600;
parameter PAYLOAD_BITS = 8;
wire [PAYLOAD_BITS-1:0]  uart_rx_data;
wire        uart_rx_valid;
wire        uart_rx_break;
wire        uart_tx_busy;
wire [PAYLOAD_BITS-1:0]  uart_tx_data;
wire        uart_tx_en;
reg  [PAYLOAD_BITS-1:0]  led_reg;
assign      led = led_reg;
assign uart_tx_data = uart_rx_data;
assign uart_tx_en   = uart_rx_valid;
always @(posedge clk) begin
    if(!sw_0) begin
        led_reg <= 8'hF0;
    end else if(uart_rx_valid) begin
        led_reg <= uart_rx_data[7:0];
    end
end
uart_rx #(
.BIT_RATE(BIT_RATE),
.PAYLOAD_BITS(PAYLOAD_BITS),
.CLK_HZ  (CLK_HZ  )
) i_uart_rx(
.clk          (clk          ),  
.resetn       (sw_0         ),  
.uart_rxd     (uart_rxd     ),  
.uart_rx_en   (1'b1         ),  
.uart_rx_break(uart_rx_break),  
.uart_rx_valid(uart_rx_valid),  
.uart_rx_data (uart_rx_data )   
);
uart_tx #(
.BIT_RATE(BIT_RATE),
.PAYLOAD_BITS(PAYLOAD_BITS),
.CLK_HZ  (CLK_HZ  )
) i_uart_tx(
.clk          (clk          ),
.resetn       (sw_0         ),
.uart_txd     (uart_txd     ),
.uart_tx_en   (uart_tx_en   ),
.uart_tx_busy (uart_tx_busy ),
.uart_tx_data (uart_tx_data ) 
);
endmodule
module uart_rx #(
parameter BIT_RATE     = 9600,        
parameter CLK_HZ       = 50_000_000,  
parameter PAYLOAD_BITS = 8,           
parameter STOP_BITS    = 1            
) (
input  wire       clk          ,  
input  wire       resetn       ,  
input  wire       uart_rxd     ,  
input  wire       uart_rx_en   ,  
output wire       uart_rx_break,  
output wire       uart_rx_valid,  
output reg  [PAYLOAD_BITS-1:0] uart_rx_data    
);
localparam  BIT_P           = 1_000_000_000 * 1/BIT_RATE;
localparam  CLK_P           = 1_000_000_000 * 1/CLK_HZ;
localparam       CYCLES_PER_BIT     = BIT_P / CLK_P;
localparam       COUNT_REG_LEN      = 1+$clog2(CYCLES_PER_BIT);
reg rxd_reg;
reg rxd_reg_0;
reg [PAYLOAD_BITS-1:0] recieved_data;
reg [COUNT_REG_LEN-1:0] cycle_counter;
reg [3:0] bit_counter;
reg bit_sample;
reg [2:0] fsm_state;
reg [2:0] n_fsm_state;
localparam FSM_IDLE = 0;
localparam FSM_START= 1;
localparam FSM_RECV = 2;
localparam FSM_STOP = 3;
assign uart_rx_break = uart_rx_valid && ~|recieved_data;
assign uart_rx_valid = fsm_state == FSM_STOP && n_fsm_state == FSM_IDLE;
always @(posedge clk) begin
    if(!resetn) begin
        uart_rx_data  <= {PAYLOAD_BITS{1'b0}};
    end else if (fsm_state == FSM_STOP) begin
        uart_rx_data  <= recieved_data;
    end
end
wire next_bit     = cycle_counter == CYCLES_PER_BIT ||
                        fsm_state       == FSM_STOP && 
                        cycle_counter   == CYCLES_PER_BIT/2;
wire payload_done = bit_counter   == PAYLOAD_BITS  ;
always @(*) begin : p_n_fsm_state
    case(fsm_state)
        FSM_IDLE : n_fsm_state = rxd_reg      ? FSM_IDLE : FSM_START;
        FSM_START: n_fsm_state = next_bit     ? FSM_RECV : FSM_START;
        FSM_RECV : n_fsm_state = payload_done ? FSM_STOP : FSM_RECV ;
        FSM_STOP : n_fsm_state = next_bit     ? FSM_IDLE : FSM_STOP ;
        default  : n_fsm_state = FSM_IDLE;
    endcase
end
integer i = 0;
always @(posedge clk) begin : p_recieved_data
    if(!resetn) begin
        recieved_data <= {PAYLOAD_BITS{1'b0}};
    end else if(fsm_state == FSM_IDLE             ) begin
        recieved_data <= {PAYLOAD_BITS{1'b0}};
    end else if(fsm_state == FSM_RECV && next_bit ) begin
        recieved_data[PAYLOAD_BITS-1] <= bit_sample;
        for ( i = PAYLOAD_BITS-2; i >= 0; i = i - 1) begin
            recieved_data[i] <= recieved_data[i+1];
        end
    end
end
always @(posedge clk) begin : p_bit_counter
    if(!resetn) begin
        bit_counter <= 4'b0;
    end else if(fsm_state != FSM_RECV) begin
        bit_counter <= {COUNT_REG_LEN{1'b0}};
    end else if(fsm_state == FSM_RECV && next_bit) begin
        bit_counter <= bit_counter + 1'b1;
    end
end
always @(posedge clk) begin : p_bit_sample
    if(!resetn) begin
        bit_sample <= 1'b0;
    end else if (cycle_counter == CYCLES_PER_BIT/2) begin
        bit_sample <= rxd_reg;
    end
end
always @(posedge clk) begin : p_cycle_counter
    if(!resetn) begin
        cycle_counter <= {COUNT_REG_LEN{1'b0}};
    end else if(next_bit) begin
        cycle_counter <= {COUNT_REG_LEN{1'b0}};
    end else if(fsm_state == FSM_START || 
                fsm_state == FSM_RECV  || 
                fsm_state == FSM_STOP   ) begin
        cycle_counter <= cycle_counter + 1'b1;
    end
end
always @(posedge clk) begin : p_fsm_state
    if(!resetn) begin
        fsm_state <= FSM_IDLE;
    end else begin
        fsm_state <= n_fsm_state;
    end
end
always @(posedge clk) begin : p_rxd_reg
    if(!resetn) begin
        rxd_reg     <= 1'b1;
        rxd_reg_0   <= 1'b1;
    end else if(uart_rx_en) begin
        rxd_reg     <= rxd_reg_0;
        rxd_reg_0   <= uart_rxd;
    end
end
endmodule
module uart_tx #(
parameter BIT_RATE     = 9600,        
parameter CLK_HZ       = 50_000_000,  
parameter PAYLOAD_BITS = 8,           
parameter STOP_BITS    = 1            
) (
input  wire         clk         ,  
input  wire         resetn      ,  
output wire         uart_txd    ,  
output wire         uart_tx_busy,  
input  wire         uart_tx_en  ,  
input  wire [PAYLOAD_BITS-1:0]   uart_tx_data   
);
localparam  BIT_P           = 1_000_000_000 * 1/BIT_RATE;
localparam  CLK_P           = 1_000_000_000 * 1/CLK_HZ;
localparam       CYCLES_PER_BIT     = BIT_P / CLK_P;
localparam       COUNT_REG_LEN      = 1+$clog2(CYCLES_PER_BIT);
reg txd_reg;
reg [PAYLOAD_BITS-1:0] data_to_send;
reg [COUNT_REG_LEN-1:0] cycle_counter;
reg [3:0] bit_counter;
reg [2:0] fsm_state;
reg [2:0] n_fsm_state;
localparam FSM_IDLE = 0;
localparam FSM_START= 1;
localparam FSM_SEND = 2;
localparam FSM_STOP = 3;
assign uart_tx_busy = fsm_state != FSM_IDLE;
assign uart_txd     = txd_reg;
wire next_bit     = cycle_counter == CYCLES_PER_BIT;
wire payload_done = bit_counter   == PAYLOAD_BITS  ;
wire stop_done    = bit_counter   == STOP_BITS && fsm_state == FSM_STOP;
always @(*) begin : p_n_fsm_state
    case(fsm_state)
        FSM_IDLE : n_fsm_state = uart_tx_en   ? FSM_START: FSM_IDLE ;
        FSM_START: n_fsm_state = next_bit     ? FSM_SEND : FSM_START;
        FSM_SEND : n_fsm_state = payload_done ? FSM_STOP : FSM_SEND ;
        FSM_STOP : n_fsm_state = stop_done    ? FSM_IDLE : FSM_STOP ;
        default  : n_fsm_state = FSM_IDLE;
    endcase
end
integer i = 0;
always @(posedge clk) begin : p_data_to_send
    if(!resetn) begin
        data_to_send <= {PAYLOAD_BITS{1'b0}};
    end else if(fsm_state == FSM_IDLE && uart_tx_en) begin
        data_to_send <= uart_tx_data;
    end else if(fsm_state       == FSM_SEND       && next_bit ) begin
        for ( i = PAYLOAD_BITS-2; i >= 0; i = i - 1) begin
            data_to_send[i] <= data_to_send[i+1];
        end
    end
end
always @(posedge clk) begin : p_bit_counter
    if(!resetn) begin
        bit_counter <= 4'b0;
    end else if(fsm_state != FSM_SEND && fsm_state != FSM_STOP) begin
        bit_counter <= {COUNT_REG_LEN{1'b0}};
    end else if(fsm_state == FSM_SEND && n_fsm_state == FSM_STOP) begin
        bit_counter <= {COUNT_REG_LEN{1'b0}};
    end else if(fsm_state == FSM_STOP&& next_bit) begin
        bit_counter <= bit_counter + 1'b1;
    end else if(fsm_state == FSM_SEND && next_bit) begin
        bit_counter <= bit_counter + 1'b1;
    end
end
always @(posedge clk) begin : p_cycle_counter
    if(!resetn) begin
        cycle_counter <= {COUNT_REG_LEN{1'b0}};
    end else if(next_bit) begin
        cycle_counter <= {COUNT_REG_LEN{1'b0}};
    end else if(fsm_state == FSM_START || 
                fsm_state == FSM_SEND  || 
                fsm_state == FSM_STOP   ) begin
        cycle_counter <= cycle_counter + 1'b1;
    end
end
always @(posedge clk) begin : p_fsm_state
    if(!resetn) begin
        fsm_state <= FSM_IDLE;
    end else begin
        fsm_state <= n_fsm_state;
    end
end
always @(posedge clk) begin : p_txd_reg
    if(!resetn) begin
        txd_reg <= 1'b1;
    end else if(fsm_state == FSM_IDLE) begin
        txd_reg <= 1'b1;
    end else if(fsm_state == FSM_START) begin
        txd_reg <= 1'b0;
    end else if(fsm_state == FSM_SEND) begin
        txd_reg <= data_to_send[0];
    end else if(fsm_state == FSM_STOP) begin
        txd_reg <= 1'b1;
    end
end
endmodule
==> run.sh <==
#!/bin/bash
# OpenROAD 26Q1-2900-gdf79404cd8, Yosys 0.63+post, stock flow scripts
make -C /OpenROAD-flow-scripts/flow DESIGN_CONFIG=/design/flow/config.mk WORK_HOME=/design/flow/orfs finish
==> config.mk <==
export PLATFORM = sky130hd
export DESIGN_NAME = impl_top
export DESIGN_NICKNAME = impl_top
export VERILOG_FILES = /design/flow/design.v
export SDC_FILE = /design/flow/constraint.sdc
export NUM_CORES = 4
export LEC_CHECK = 1
export CORE_UTILIZATION = 30
==> constraint.sdc <==
current_design impl_top

set clk_period 4.9
set clk_io_pct 0.2

create_clock -name clk0 -period $clk_period [get_ports {clk}]

set non_clock_inputs [all_inputs -no_clocks]
set_input_delay [expr $clk_period * $clk_io_pct] -clock clk0 $non_clock_inputs
set_output_delay [expr $clk_period * $clk_io_pct] -clock clk0 [all_outputs]
==> flow_metrics.rpt <==
RUN METRICS
----------------------------------------------------
[Setup path]
  Type of origin of the critical path ........................ input port
  Worst setup path class ........................ input port to register
  Terminus of the critical flop-to-flop path ........................ led_reg[5]
  Required time worst endpoint ........................ 5.17 ns
  Arrival time of data at the critical path endpoint ........................ 3.36 ns
  Register-to-register setup slack ........................ 2.57 ns
  Number of cell instances on the worst register-to-register path ........................ 7
  Kind of end point of the critical path ........................ register
  R2R Path Start ........................ i_uart_rx.cycle_counter[0]
  Worst-path maximum fanout ........................ 22

[Logic synthesis]
  Main combinational cell family by area after synthesis ........................ simple AND/OR/NAND/NOR gates
  Compound-Gate Fraction of Synth Area ........................ 9.72%
  Xor/xnor share ........................ 4.72%
  Number of cells produced by synthesis ........................ 409
  And+or+nand+nor area frac ........................ 25.0%
  Proportion of synthesized flip-flops having asynchronous set or reset ........................ 0%
  Ys flop type ........................ sky130_fd_sc_hd__dfxtp_1
  Share of the synthesized area in the top cell type ........................ 43.2%
  Synthesized area ........................ 3710 µm²
  Number of synthesized flops with an enable pin ........................ 0
  Seq cells post-synth ........................ 80
  Count of cell types in the netlist ........................ 46
  Most instantiated cells after synthesis ........................ sky130_fd_sc_hd__dfxtp_1 (80), sky130_fd_sc_hd__nand2_1 (45), sky130_fd_sc_hd__mux2i_1 (40)
  Top cells by area in the synthesized netlist ........................ sky130_fd_sc_hd__dfxtp_1 (43%), sky130_fd_sc_hd__mux2i_1 (11%), sky130_fd_sc_hd__nand2_1 (4.6%)
  Mux share ........................ 10.8%
  Count of instantiated cells in the yosys netlist ........................ 409
  Part of the Yosys area used for sequential elements ........................ 43.2%
  Syn Area/Cell ........................ 9.07 µm²
  Chip area line of the yosys report ........................ 3710 µm²
  Yosys top cell by area ........................ sky130_fd_sc_hd__dfxtp_1
  Syn. warnings ........................ 3
  Most repeated cell in the gate-level netlist after synthesis ........................ sky130_fd_sc_hd__dfxtp_1
  Yosys adder share ........................ 3.04%

[Power]
  Clock power frac ........................ 48.3%
  Power Internal ........................ 1.01 mW
  Relative contribution of sequential cells to total power ........................ 49.4%
  Final Power ........................ 1.33 mW
  Part of the power in combinational logic ........................ 2.3%
  Net switching power figure ........................ 0.312 mW
  Power density over the cells ........................ 312 nW/µm²
  LEAKAGE ........................ 1.39 nW
  Sw Share ........................ 23.5%
  IR Drop Worst-Case VDD ........................ 0.159 mV

[Placement]
  Gpl congestion ........................ 0.815
  Pre-CTS worst setup slack ........................ 1.43 ns
  Detailed placer's ending HPWL ........................ 4.79 mm
  IO buf count ........................ 11
  Standard cell area after detailed placement ........................ 3970 µm²
  Cell count after placement ........................ 553

[Detailed routing]
  First-pass detailed-route iteration total ........................ 4
  Number of antenna-violating nets in the routed design ........................ 0
  Post-detailed-routing wire length ........................ 7.16 mm
  M1 WL ........................ 3.76 mm
  Vias/cell ........................ 4.94
  Met2 WL ........................ 3.07 mm
  Via total after detailed routing ........................ 2811
  DR WL met3 ........................ 223 µm
  Average routed wire per standard cell ........................ 12.6 µm
  Highest routed metal layer ........................ met4
  Antenna cell count ........................ 0
  Total DRC errors in the routed layout ........................ 0
  Initial DRC count ........................ 113

[Layout]
  Final Instance Count excl. Fillers ........................ 569
  Design area ........................ 4260 µm²
  Fillers ........................ 1193
  Regs by FF count ........................ i_uart_rx.cycle_counter (14), i_uart_tx.cycle_counter (14)
  Layout overhead on the synthesized area ........................ 14.8%
  Final core utilization ........................ 35.4%
  Fraction of final layout cells sized beyond drive strength 1 ........................ 6.40%

[Clock tree]
  Total of hold buffers inserted after clock tree synthesis ........................ 0
  Sinks on Clock Net ........................ 80
  CTS H-tree lvls ........................ 3
  # resized after CTS ........................ 0
  Worst-case clock buffer depth ........................ 2
  CTS root buffer ........................ sky130_fd_sc_hd__clkbuf_16
  CTS tree ........................ done
  Post-CTS Setup Repair Bufs ........................ 0
  Skew-Pair Late Insertion Delay ........................ 0.33 ns
  Register clock-pin slew on the reported worst setup and hold paths ........................ 0.07 ns
  Clock buffer count from CTS ........................ 9

[Hold path]
  Instance count along the most critical hold path ........................ 1
  Start point of the worst min-delay path ........................ i_uart_rx.rxd_reg_0
  Endpoint with the worst hold slack ........................ i_uart_rx.rxd_reg
  Hold Path Class ........................ register to register

[Run]
  Count of warning messages emitted by the tools ........................ 31
  Max-cap violations ........................ 0

[Global routing]
  GRT Resource Usage Total ........................ 11.9%
  Initial antenna violation count ........................ 0
  Via count of the first global-routing pass ........................ 2598
  Global-route wire length before repair ........................ 12.4 mm
  GRT Residual Overflow ........................ 0
  Pin count of the biggest net entering global routing ........................ 28

[STA]
  Layout Skew ........................ 0.00674 ns
  Worst hold-check slack ........................ 0.417 ns
  Tightest Pin Transition ........................ 0.749 ns
  Worst Slack Setup Final ........................ 1.81 ns
  Peak Freq ........................ 324 MHz
  Max-slew headroom ........................ 49.9%
  Final count of pins violating max slew ........................ 0
  Final sum of negative setup slack ........................ 0 ns
  Shortest clock period the worst path allows after layout ........................ 3.09 ns
  Post-route fraction of the period consumed by the critical path ........................ 63.0%
  RSZ-0062 raised after global routing ........................ false
  Endpoints failing setup ........................ 0
  Final Hold Vio Count ........................ 0

[Run status]
  Run status ........................ complete, no violations

[Floorplan]
  Placement row count ........................ 40
  Chip height ........................ 113 µm
  Horizontal die dimension ........................ 113 µm
  Initial Utilization ........................ 30.9%
  Placeable core region ........................ 12000 µm²
  # IOs ........................ 13
  Die Size ........................ 12800 µm²

----------------------------------------------------
-- power by group through the flow --
stage,Clock (mW),Combinational (mW),Sequential [mW]
6_report,0.641,0.0305,0.655
5_1_grt,0.684,0.0344,0.655
4_1_cts,0.654,0.0312,0.655
-- cell type report --
type	instances	area, µm²	area share [%]
clock inverter	7	62.6	1.47
tap	147	184	4.32
sequential	80	1600	37.6
timing repair buffer	16	148	3.47
clock buffer	9	225	5.29
inverter	15	56.3	1.32
multi-input combinational	295	1980	46.5
-- critical path: stages --
cell and delay, ns:
sky130_fd_sc_hd__clkdlybuf4s50_1 0.95, sky130_fd_sc_hd__inv_1 0.54, sky130_fd_sc_hd__nor2_1 0.56, sky130_fd_sc_hd__nand2_1 0.16, sky130_fd_sc_hd__mux2i_1 0.15
-- placed cells by master, fill, tap and decap left out, drive strengths merged, types with 3 or more instances in the layout --
cell type	count
nor3	17
a211oi	19
o31ai	3
or4	4
ha	9
mux2i	40
a21oi	12
xor2	12
nor2	34
nand2b	7
nand2	45
buf	5
clkinv	3
clkbuf	9
nand4	10
inv	18
and4	4
nand3	17
xnor2	8
or3	13
clkdlybuf4s50	11
o21ai	8
nand3b	4
dfxtp	80
nor4	3
-- cell families after synthesis --
family          after synthesis
simple gates                173
compound gates               53
xor+xnor                     20
buf+inv                      34
fa+ha+maj                     9
flops                        80
mux                          40
-- metal layers --
layer  global-route usage, %  vias up
met5                       0        -
met4                    1.23        0
met3                    2.78       11
met2                    18.5       35
met1                    17.9     1289
li1                        -     1476
-- worst max-delay path by stage --
stage / slack (ns) / start / end / cells after the start
CTS: 1.76 / sw_0 / i_uart_rx.recieved_data[4] / 5
global route: 1.54 / sw_0 / i_uart_rx.recieved_data[6] / 5
finish: 1.81 / sw_0 / i_uart_rx.recieved_data[7] / 5
Power and IR drop assume default switching activity.
